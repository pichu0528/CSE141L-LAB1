$ cat design/flow/config.mk
export PLATFORM = sky130hd
export DESIGN_NAME = adder
export DESIGN_NICKNAME = adder
export VERILOG_FILES = /design/flow/design.v
export SDC_FILE = /design/flow/constraint.sdc
export NUM_CORES = 4
export LEC_CHECK = 1
export CORE_UTILIZATION = 40
$ cat design/flow/constraint.sdc
current_design adder

set clk_period 20.3
set clk_io_pct 0.2

create_clock -name clk0 -period $clk_period [get_ports {clk}]

set non_clock_inputs [all_inputs -no_clocks]
set_input_delay [expr $clk_period * $clk_io_pct] -clock clk0 $non_clock_inputs
set_output_delay [expr $clk_period * $clk_io_pct] -clock clk0 [all_outputs]
$ cat design/flow/design.v
module adder #(
        parameter W = 64
    )
    (
        input clk,
        input [W-1:0] a_i, b_i,
        output logic [W:0] sum_o,
        output logic is_odd_o
    );
    logic [W-1:0] a_r, b_r;
    logic [W:0]  sum_next;
    assign sum_next = a_r + b_r;
    always_ff @(posedge clk)  
        begin
        a_r <= a_i;
        b_r <= b_i;
        sum_o <= sum_next;
		  is_odd_o <= sum_next[0];
    end
endmodule
$ cat design/flow/run.sh
#!/bin/bash
# OpenROAD 26Q1-2900-gdf79404cd8, Yosys 0.63+post, stock flow scripts
make -C /OpenROAD-flow-scripts/flow DESIGN_CONFIG=/design/flow/config.mk WORK_HOME=/design/flow/orfs finish
==> results.cfg <==
; physical design summary
[worst_setup_path]
startpoint = sum_o[52]
critPathKind = reg -> out
critPathTopFamily = buffers and inverters
cp_slowest_cell = clkdlybuf4s50_1
start_kind = flop
cp-end-kind = primary output
r2r_start = a_r[0]
crit_fanout = 1
required_ns = 16.24
critPathMaxStageDelay_ns = 0.47
critPathBufInv = 1
cp.arrival_ns = 1.22
crit_chain = clkdlybuf4s50_1

[grt]
antenna_found_initial = 0
grt_remaining_overflow = 0
grt_pass1_wl_um = 30400
grt_pass1_vias = 6007
grtUsageTotal_pct = 20.0
grt_start_max_net_pins = 18

[yosys]
synthCells = 784
edf_count = 0
synth_top_cell_by_area = dfxtp_1
yosys_area_um2 = 7860
synthFlopType = dfxtp_1
syn-cell-area_um2 = 7860
top_cell_area_share_pct = 49.2
synth_cell_type_count = 68
synthArstFlopShare_pct = 0
ys_cells = 784
syn_avg_cell_area_um2 = 10.0
ys_warn_count = 1
synth_flops = 193
topCellsByArea = dfxtp_1 49%, ha_1 10%, a21oi_1 4.3%
yosys.stat.seqShare_pct = 49.2

[timing]
worst_slack_ns = 15.02
rsz0062_at_grt = no
setup_tns_ns = 0
finClkSkew_ns = 0.00640
period_minus_slack_ns = 5.28
slew_headroom_pct = 55.1
setup_viol = 0
max_freq_mhz = 189
final-hold-violation-count = 0
tightest_slew_ns = 0.669
fin_crit_sh_pct = 26.0
hold-worst-slack_ns = 0.453
finalMaxSlewViolations = 0

[run_status]
outcome = completed

[clocking]
cts_max_path_buffers = 2
cts_setup_buffers = 0
htreeDepth = 4
cts_tree = built
worstSkewPairLatency_ns = 0.43
cts_resized = 0
cts_buffers = 17
ctsHoldBuffers = 0
cts_sinks = 193
path_clk_slew_ns = 0.07
cts_root_buffer = clkbuf_16

[place]
postPlaceCellArea_um2 = 9950
detailed_place_hpwl_um = 15200
gp_congestion = 0.870
place_ws_ns = 15.45
port_buffers = 194

[floorplan]
fp.dieW_um = 142
core_um2 = 19000
rows = 50
die_h_um = 142
chip_area_um2 = 20200
fp_util_pct = 41.5
ioPinCount = 195

[pwr]
ir_worst_vdd_mv = 0.0571
power.leakage_nw = 4.39
power.total_mw = 0.982
power_density_nw_per_um2 = 93.0

[drt]
routed_wl_um = 19300
ant_nets = 0
via_count = 6207
post-route-drc-count = 0
drtIter0Drc = 292
antenna_cells = 0
first_pass_iters = 7
vias_per_cell = 5.03
wl_per_cell_um = 15.6

[finish]
area_delta_synth_final_pct = 34.3
final_area_um2 = 10600
drive_gt1_share_pct = 5.33

[min_path]
worstHoldPathType = reg -> reg
min-delay-start = b_r[0]

[flow_run]
warning_count = 25
maxCapViolations = 0
-- worst reg2reg max path, delay by kind of cell, from the launching register on --
kind | cells | cell delay (ns)
AND-OR/OR-AND | 7 | 2.02
AND/OR/NAND/NOR | 1 | 0.12
adder cells (fa/ha/maj) | 2 | 0.62
XOR/XNOR | 1 | 0.14
flip-flops | 1 | 0.30
-- layout make-up --
cell class	count	area, um2
inverters	15	56.3
repair buffers	194	1940
clock inverters	12	145
fillers	1666	8400
flip-flops and latches	193	3860
multi-input cells	541	3770
clock buffers	20	457
well taps	260	325
-- synthesized netlist by cell type (9+ instances only) --
library cell	count
buf_2	10
a21o_1	35
clkbuf_1	21
nand3_1	10
ha_1	64
xor2_1	22
dfxtp_1	193
a21oi_1	68
nor2_1	46
nand4_1	26
a31oi_1	10
or3_1	9
nor3_1	15
nand2_1	54
inv_1	15
o21ai_0	45
xnor2_1	35
o21bai_1	9
-- metal layers --
metal  track usage, %  part of all wire [%]  up-vias
li1                 -                     -     3188
met1             30.7                    49     2804
met2             30.9                    44      204
met3             3.87                   6.0       11
met4             2.04                   1.0        0
met5                0                     0        -
-- placed cells by master (no fill, tap or decap), types with 15 or more instances in the layout --
cell type,count
clkbuf_16,17
dfxtp_1,193
clkdlybuf4s50_1,194
nand4_1,26
a21oi_1,68
ha_1,64
xor2_1,22
nor2_1,46
nand2_1,54
xnor2_1,35
o21ai_0,45
a21o_1,35
nor3_1,15
inv_1,15
-- logic make-up (layout without fill, tap and decap cells) --
logic type,Yosys count,after routing,share of synthesized area [%]
AND-OR/OR-AND,225,225,18.8
flip-flops,193,193,49.2
AND/OR/NAND/NOR,193,193,12.2
adder cells (fa/ha/maj),65,65,10.4
XOR/XNOR,57,57,6.35
buffers and inverters,50,241,2.88
multiplexers,1,1,0.127
-- where the power goes --
group | internal, mW | leakage (nW) | switching [mW]
clock | 0.191 | 0.287 | 0.146
sequential | 0.422 | 1.63 | 0.0117
combinational | 0.121 | 2.47 | 0.0898
-- through the flow --
stage | utilization (%) | instances
detailed placement | 52.5 | 1203
finish | 55.7 | 1235
global route | 55.7 | 1235
global placement | 52.5 | 1203
CTS | 55.7 | 1235
floorplan | - | 784
-- worst paths after layout --
path	endpoint	slack, ns	cells after the start
setup reg to reg	sum_o[62]	16.99	11
setup / recovery	sum_o[52]	15.02	1
hold reg to reg	sum_o[0]	0.45	1
hold / removal	sum_o[0]	0.45	1
-- state kept, by name, indices dropped and copies added (netlist names) --
register  count
sum_o        65
a_r          64
b_r          64
No activity file was given, so power comes from the tool's default toggle rates.
