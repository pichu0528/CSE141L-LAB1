**run.sh**
```bash
#!/bin/bash
# OpenROAD 26Q1-2900-gdf79404cd8, Yosys 0.63+post, stock flow scripts
make -C /OpenROAD-flow-scripts/flow DESIGN_CONFIG=/design/flow/config.mk WORK_HOME=/design/flow/orfs finish
```
**config.mk**
```make
export PLATFORM = sky130hd
export DESIGN_NAME = reg_file_wrap
export DESIGN_NICKNAME = reg_file_wrap
export VERILOG_FILES = /design/flow/design.v
export SDC_FILE = /design/flow/constraint.sdc
export NUM_CORES = 4
export LEC_CHECK = 1
export CORE_UTILIZATION = 30
```
**constraint.sdc**
```tcl
current_design reg_file_wrap

set clk_period 45.0
set clk_io_pct 0.2

create_clock -name clk0 -period $clk_period [get_ports {clk}]

set non_clock_inputs [all_inputs -no_clocks]
set_input_delay [expr $clk_period * $clk_io_pct] -clock clk0 $non_clock_inputs
set_output_delay [expr $clk_period * $clk_io_pct] -clock clk0 [all_outputs]
```
**design.v**
```verilog
module reg_file  #(
        parameter addr_width_p = 4,          
        parameter data_width_p = 8          
    )
    (
        input clk,
        input [addr_width_p-1:0] rs_addr_i,          
        input [addr_width_p-1:0] rd_addr_i,          
        input [addr_width_p-1:0] w_addr_i,           
        input wen_i,                                 
        input [data_width_p-1:0] w_data_i,           
        output logic [data_width_p-1:0] rs_val_o,    
        output logic [data_width_p-1:0] rd_val_o     
    );
    parameter int NUM_REGS = 2**addr_width_p;            
    logic [data_width_p-1:0] RF [0:NUM_REGS-1];      
    assign rs_val_o = RF [rs_addr_i];
    assign rd_val_o = RF [rd_addr_i];
    always_ff @ (posedge clk)
        begin
        if (wen_i)
            begin
            RF [w_addr_i] <= w_data_i;
        end     
    end
endmodule
module reg_file_wrap #(
        parameter addr_width_p = 5,
        parameter data_width_p = 64
    )
    (
        input clk,
        input [addr_width_p-1:0] rs_addr_i,
        input [addr_width_p-1:0] rd_addr_i,
        input [addr_width_p-1:0] w_addr_i,
        input wen_i,
        input [data_width_p-1:0] w_data_i,
        output logic [data_width_p-1:0] rs_val_o,
        output logic [data_width_p-1:0] rd_val_o
    );
    logic [addr_width_p-1:0] rs_addr_r;
    logic [addr_width_p-1:0] rd_addr_r;
    logic [addr_width_p-1:0] w_addr_r;
    logic wen_r;
    logic [data_width_p-1:0] w_data_r;
    logic [data_width_p-1:0] rs_val;
    logic [data_width_p-1:0] rd_val;
    reg_file #(
            .addr_width_p(addr_width_p),
            .data_width_p(data_width_p)
        )
        rf (
            .clk(clk),
            .rs_addr_i(rs_addr_r),
            .rd_addr_i(rd_addr_r),
            .w_addr_i(w_addr_r),
            .wen_i(wen_r),
            .w_data_i(w_data_r),
            .rs_val_o(rs_val),
            .rd_val_o(rd_val)
        );
    always_ff @(posedge clk)
        begin
        wen_r       <= wen_i;
        rs_addr_r   <= rs_addr_i;
        rd_addr_r   <= rd_addr_i;
        w_addr_r    <= w_addr_i;
        w_data_r    <= w_data_i;
        rs_val_o    <= rs_val;
        rd_val_o    <= rd_val;
    end
endmodule  
```
==> run summary <==
This memo summarizes the results of the implementation run.

Synthesis
The post-synth design cell area is 0.09840 mm2. The share of synthesized area in the top cell type comes to 0.6250. By instance count, the leading cell after synthesis is edfxtp_1. For this run, the number of Yosys warnings is 2.

Yosys reports that the most numerous cell types are edfxtp_1, mux4_2, mux2_2. In the Yosys report the total cell count is 4424. The synthesized netlist contains 30 unique library cells.

Synthesis produced a netlist whose cell count is 4424. Dividing the synthesized area by the synthesized cell count gives 22.24 um2. The number of flops mapped to enable cells by yosys is 2048. Yosys reported a register bit count of 2256. Per Yosys stat, the portion of area used by sequential elements is 0.6673. Per the synth stats, the flop cell with the highest instance count is edfxtp_1.

The leading area contributor after synthesis is edfxtp_1. The area reported by Yosys stat is 0.09840 mm2. Of all flip-flops after synthesis, the portion carrying an async set or reset was 0.

The synthesis report lists the most area-consuming cells as edfxtp_1, mux4_2, dfxtp_1.

Die
209 I/O pins were placed. The effective utilization at floorplan is 0.3025. The floorplan has 209 rows. The floorplan die width is 574.7 um.

The placeable core region is 0.3253 mm2. In this run the full chip footprint comes out at 0.3303 mm2. The vertical die size is 574.7 um.

Global route
The sum of overflow across all layers after global routing is 0. The met3 demand-to-capacity share in global routing is 0.1688. Per the GRT log, the top usage layer is met2. The first global-routing pass estimated 422700 um of wire. The met1 usage in global routing is 0.2046. The met2 usage is 0.2901. The number of global-route vias before repair came to 58110. The number of antenna violations at the first check in global routing was 31. In the global route stage, overall resource usage came out at 0.1947. The maximum number of pins on one net before global-route repair is 73.

Final timing
The worst-case max-slew headroom was logged as 0.3565. Timing would allow up to 93.44 MHz. The number of hold violations in the final report is 0. Summed over all failing endpoints, the final setup total negative slack is 0 ns. For the final database, setup skew stands at 0.04637 ns. Setup repair after global routing left no endpoint under its margin. The worst path needs 10.70 ns of the cycle, external delays included. In the finished design, the share of the clock period the worst path needs comes to 0.2378.

The final timing report counts setup violations totalling 0. For the pin with the worst max-slew slack, the measured transition is 0.9629 ns. The final count of pins violating max slew is 0.

Flow run
The max-capacitance violation count is 0. Across all stage logs, warnings added up to 26.

Drt
The ratio of routed vias to standard cells is 5.415. In the post-route report, total wirelength is listed as 297500 um. The iteration count recorded for the first detailed-route pass is 7. The number of vias in the routed layout is 50760.

Per the post-route antenna check, the number of violating nets is 0. The remaining routing DRC violations is 0. The average routed wire per standard cell is 31.74 um. The violation tally recorded at the end of detailed-routing iteration 0 is 3062.

CTS
The sink count of the clock tree is 2256. In this run the post-CTS setup repair buffer count came out at 0. The source-to-sink clock delay at the later pin of the worst-skew pair is 0.91 ns. After clock tree synthesis, the clock-pin slew on the worst setup and hold paths is 0.07 ns.

In this run, post-CTS hold repair placed 0 buffers. The CTS tree is built. Clock tree synthesis selected as its root buffer the cell clkbuf_16.

The clock passes through at most 4 buffers. The number of H-tree branching levels is 5. The number of gates resized after CTS is 0. The CTS report gives the tree buffer count as 262.

Setup path
Max fanout on the critical path was recorded as 1. STA classifies the critical path endpoint as a primary output. For this design, the slowest cell found on the critical path is clkdlybuf4s50_1. The worst path arrival time is 1.70 ns. The start-to-end type of the worst setup path is flip-flop to primary output. The critical path goes through clkdlybuf4s50_1.

The critical path endpoint has a required time of 36.00 ns. STA classifies the critical path startpoint as a flip-flop. The longest incremental delay of any stage on the critical path is reported as 0.46 ns. The count of buffer and inverter cells on the critical path is 1.

The family with the most delay on the worst path is buffers and inverters.

Layout
The final core utilization is 0.3550. After filler insertion, the fill cell instance count of the layout stands at 29350. The combined area of the multi-input logic cells is 0.03137 mm2. The growth of design area from synthesis to finish is 17.38%. In the final layout, flip-flops and latches occupy 0.06570 mm2.

The layout cell share with drive strength beyond 1 is 0.4040.

Pwr
The script computed the net switching share of total power as 0.2266. Summed over all nets, the switching power comes to 0.001111 W. The internal power of the cells totals 0.003791 W.

The power share of the combinational group is 0.075. In this run the power density over the cells is 42.44 mW/mm2. The highest supply drop recorded on VDD is 26.25 uV. The power report puts the leakage power at 36.07 nW. The sequential share of power is 0.480. The share of total power dissipated in the clock network is 0.445.

Placement
According to the dpl log, the detail-placed design has an HPWL of 169600 um. RePlAce ended its routability-driven mode at a weighted congestion of 0.8457. The count of port buffers added during placement is 208.

Run status
The run finished with clean final reports.

Worst hold path
The class of the worst hold path is flip-flop to flip-flop.
==> routing by layer <==
metal  vias up  share of wire
met4        22          0.031
met2      3803           0.47
met1     26040           0.31
met3       533           0.19
li1      20370              -
met5         -         0.0010
==> path summary, 6_finish.rpt <==
path	cells after the start	slack, ns	from	endpoint
max	1	34.30	rs_val_o[36]$_DFF_P_	rs_val_o[36]
min	1	0.68	w_data_r[34]$_DFF_P_	rf.RF[30][34]$_DFFE_PP_
max reg2reg	8	39.52	rd_addr_r[0]$_DFF_P_	rd_val_o[60]$_DFF_P_
min reg2reg	1	0.68	w_data_r[34]$_DFF_P_	rf.RF[30][34]$_DFFE_PP_
==> area by class of cell <==
type                       count  share of cell area
antenna                        5           0.0001083
multi-input combinational   1832              0.2716
sequential                  2256              0.5688
clock buffer                 323             0.06019
timing repair buffer         483             0.03688
tap                         4325             0.04685
inverter                       1          0.00009750
clock inverter               149             0.01547
==> worst reg2reg max path, delay by kind of cell (launching register included) <==
family   cells  cell delay (ns)
mux          3             1.45
flops        1             0.66
buf+inv      5             3.25
==> cells in the final DEF, fill, tap and decap left out, drive strengths merged, types with 18 or more instances in the layout <==
cell type | Yosys | final
a211oi | 38 | 38
dfxtp | 208 | 208
clkdlybuf4s50 | 0 | 208
bufinv | 0 | 30
mux4 | 1098 | 1098
o22ai | 71 | 71
buf | 230 | 275
clkbuf | 105 | 323
nor2b | 21 | 21
mux2 | 229 | 229
mux2i | 153 | 153
o21ai | 34 | 34
nor2 | 52 | 52
edfxtp | 2048 | 2048
a221oi | 43 | 43
inv | 1 | 18
a21boi | 19 | 19
clkinv | 0 | 95
a21oi | 19 | 19
==> through the flow <==
| step | cells | setup WS, ns | total power (W) | hold slack [ns] | instance area (um2) |
|---|---|---|---|---|---|
| 2_1_floorplan | 4424 | 35.74 | 0.002608 | 0.7197 | 98400 |
| 3_3_place_gp | 8897 | 35.25 | 0.002768 | 0.6960 | 106700 |
| 3_5_place_dp | 8897 | 35.23 | 0.002769 | 0.7050 | 106700 |
| 4_1_cts | 9369 | 34.22 | 0.004958 | 0.6843 | 115500 |
| 5_1_grt | 9373 | 34.21 | 0.005059 | 0.7122 | 115500 |
| 6_report | 9374 | 34.30 | 0.004902 | 0.6835 | 115500 |
==> power groups by stage <==
stage / clock network [W] / logic, W / registers, W
CTS: 0.00223 / 0.000376 / 0.00235
global route: 0.00231 / 0.000397 / 0.00236
finish: 0.00218 / 0.000369 / 0.00235
==> kinds of logic after synthesis <==
kind of cell,after synthesis,share of synthesized area
buffers and inverters,336,0.01656
DFF,2256,0.6673
and+or+nand+nor,106,0.005430
AOI/OAI and AO/OA,246,0.01762
muxes,1480,0.2931
==> flip-flops by register name (all words and copies together), names as in the netlist <==
register	flops
rd_addr_r	5
rd_val_o	64
rf.RF	2048
rs_addr_r	5
rs_val_o	64
w_addr_r	5
w_data_r	64
wen_r	1
Power and IR drop assume default switching activity.
